===== run.sh =====
#!/bin/bash
# OpenROAD 26Q1-2900-gdf79404cd8, Yosys 0.63+post, stock flow scripts
make -C /OpenROAD-flow-scripts/flow DESIGN_CONFIG=/design/flow/config.mk WORK_HOME=/design/flow/orfs finish

===== config.mk =====
export PLATFORM = sky130hd
export DESIGN_NAME = bcd_struct
export DESIGN_NICKNAME = bcd_struct
export VERILOG_FILES = /design/flow/design.v
export SDC_FILE = /design/flow/constraint.sdc
export NUM_CORES = 4
export LEC_CHECK = 1
export CORE_AREA = 10 10 70 70
export DIE_AREA = 0 0 80 80

===== constraint.sdc =====
current_design bcd_struct

set clk_period 1.0
set clk_io_pct 0.2

create_clock -name clk0 -period $clk_period

set non_clock_inputs [all_inputs -no_clocks]
set_input_delay [expr $clk_period * $clk_io_pct] -clock clk0 $non_clock_inputs
set_output_delay [expr $clk_period * $clk_io_pct] -clock clk0 [all_outputs]

===== design.v =====
`timescale 1ns/ 1ns
module bcd_struct(
    input A,B,C,D,
    output [6:0] Y
);
wire BD, NB_ND, NC_ND, CD;
wire B_ND, B_NC;
wire C_ND, B_NC_D, NB_C;
and U0(BD, B, D);
and U1(NB_ND, ~B, ~D);
and U2(N_CD, C, D);
and U3(CD, C, D);
and U4(C_ND, C, ~D);
and U5(B_NC_D, B, ~C, D);
and U6(NB_C, ~B, C);
and U7(NC_ND, ~C, ~D);
and U8(B_ND, B, ~D);
and U9(B_NC, B, ~C);
or Y0(Y[0], BD, NB_ND, A, C);
or Y1(Y[1], NC_ND, CD, ~B);
or Y2(Y[2], B, ~C, D);
or Y3(Y[3], NB_ND, C_ND, B_ND_D, NB_C);
or Y4(Y[4], NB_ND, C_ND,);
or Y5(Y[5], A, NC_ND, B_ND, B_NC);
or Y6(Y[6], A, C_ND, B_NC, NB_C);
endmodule

==> run notes <==
The full implementation flow was run.

The run finished, with violations left. The checks that failed: negative setup slack. The areal power density over the cells stands at just over 300 nW/um^2. In the final report, the number of hold violations comes to 0. The layout summary lists the proportion of cells stronger than drive strength 1 as 0.690. Per the synthesis report, the adder-cell share of the synthesized area is 0.385. The final critical path time including I/O delays and setup stands at 1.31 ns. The proportion of synthesized chip area in sequential cells stands at 0. The top cell type in the final layout, fill and taps aside, is ha_4.

The data required time at the worst endpoint stands at 0.80 ns. The die is 80 microns tall. Setup repair after global routing could not meet its margin everywhere. The synthesized netlist handed to floorplanning was reported with a cell count of 18. The pin count of the biggest net entering global routing stands at 5. The AND-OR/OR-AND share of the synthesized area stands at 0. The cell area after synthesis stands at 130 sq um. After layout, the clock buffer instance count stands at 0.

The sequential cell area in the final layout stands at 0 sq um. Setup total negative slack on the finished layout was measured at -0.846 ns. The top achievable clock speed stands at about 0.76 GHz. The launch point of the critical path was reported as D. In this run the mean area of a mapped cell was 7.23 sq um. The multiplexer fraction of the synthesized cell area stands at 0. The final timing report counts setup violations totalling 4. Per the gpl log, the routability congestion estimate is 0.642. The arrival time at the worst endpoint stands at 1.11 ns. The die is 80 microns wide.

The overall power of the completed layout stands at between 0.1 and 0.15 mW. For this block, the routed nets add up to ~540 microns of wire. Across all setup checks in the final design, the least slack found is -0.309 ns. The maximum net fanout on the critical path stands at 4. Among all stages on the critical path, the largest delay is contributed by or4_1. The library cells used most frequently in the layout, excluding fill and tap cells, are ha_4 (4), buf_2 (3), buf_6 (3). The capture point of the critical path was reported as Y[5]. The final worst hold slack stands at ~0.64 ns. The count of nets left with antenna violations once routing finished came out at 0. The standard cell core area stands at approximately 3400 sq um. Compared with the post-synthesis result, the final layout area differs by 187%.

Detailed-route iteration 0 reported a violation count of 0. The initial antenna violation count came to 0. The number of unique standard cell types used by synthesis stands at 11. VDD sags by at most ~52 uV. According to the I/O placement log, the pin count is 11.

Fill cells in the final layout number 400. Listed in order, past its start point the critical path passes buf_8 > inv_12 > ha_4 > or4_1 > buf_2. The number of standard cells in the layout, taps in and fillers out stands at 75. The post-detailed-route via-to-cell ratio stands at 2.11.

Grouping non-sequential cells by family puts the most area in simple AND/OR/NAND/NOR gates. The cell count in the Yosys report stands at 18. The count of yosys warnings during synthesis stands at 3.

STA classifies the critical path endpoint as an output port. Of the total synthesized cell area, the portion taken by AND, OR, NAND and NOR gates is 0.413. The pre-placement core utilization stands at 0.0381.

The via count of the first global-routing pass came to approximately 180. After floorplanning, the die was sized to cover 6400 sq um. The largest stage delay on the critical path stands at 0.51 ns.

Among cell families on the critical path, the largest total delay comes from simple AND/OR/NAND/NOR gates. The final route contains 158 vias. The script logs the mean routed wire length per placed instance as 7.21 microns. Max-slew check failures listed in the final report amount to 0. The final cell utilization of the core stands at 0.110.

According to the dpl log, the detail-placed design has an HPWL of 471 microns. Counting buffers and inverters, the worst setup path is 5 cells deep. The cell-mix breakdown from Yosys lists the XOR/XNOR area share as 0. The critical path in this run is classified as input port to output port. For this run, the total global-route usage over all layers was measured as 0.0157. The number of maximum-capacitance violations recorded for the run is 0. The type recorded for the worst min-delay path is input port to output port. For this run, design rule violations remaining after detail routing come to 0. Per the placement report, the placed cell count is 75. The count of tool warnings stands at 37.

The total iterations of the first detailed-routing run stands at 1. The post-route fraction of the period consumed by the critical path stands at 1.31. There are 0 flip-flops and latches. The number of standard-cell rows in the floorplan stands at 21. The script extracted a total leakage power of roughly 0.15 nW.

The timing report notes that buffer and inverter cells on the critical path total 3. The first global-routing pass estimated 814 microns of wire. The chip area line in the Yosys stat output reads around 130 sq um. After global routing the overflow that remains totals 0.

In the final layout, the multi-input gates occupy 165 sq um. The worst setup path is launched from an input port. In the routed netlist, the antenna diode instances number 0. The total of buffers placed on input and output ports stands at 10.
## Yosys cell counts
library cell | n | area, sq um
ha_1 | 4 | 50.1
inv_1 | 4 | 15.0
nand2_1 | 2 | 7.51
and2b_1 | 1 | 7.51
buf_4 | 1 | 7.51
conb_1 | 1 | 3.75
nand3_1 | 1 | 5.00
nor2b_2 | 1 | 8.76
or2_2 | 1 | 6.26
or4_1 | 1 | 7.51
or4_4 | 1 | 11.3
## cell type report
type | instances | share of cell area
timing repair buffer | 12 | 0.324
inverter | 4 | 0.0803
multi-input combinational | 13 | 0.441
tap | 46 | 0.154
## layer usage
layer	part of all wire	global-route usage	up-vias
met1	0.42	0.0178	74
met5	0	0	-
met4	0	0	0
met3	0.12	0.00795	0
met2	0.45	0.0273	7
li1	-	-	77
## how the worst min path moves through the flow
stage | start | to | depth (start not counted)
finish | B | Y[1] | 3
global route | B | Y[1] | 3
CTS | B | Y[1] | 3
## power breakdown
part	switching [mW]	leakage (nW)	internal, mW
Clock	0	0	0
Combinational	0.0438	0.147	0.0724
Sequential	0	0	0
Total	0.0438	0.147	0.0724
## what timing repair did
| action | CTS | global route |
|---|---|---|
| cloned | 0 | 0 |
| endpoints found under the setup margin | 6 | 6 |
| gates resized | 47 | 6 |
| hold buffers | 0 | 0 |
| pin swaps | 6 | 3 |
| setup buffers | 1 | 0 |
## cell families after synthesis
logic type	Yosys count
and+or+nand+nor	8
adders and majority gates	4
buffers and inverters	5
other	1
## worst min-delay path, stage by stage
cell     delay (ns)
buf_8          0.09
nand2_1        0.05
buf_2          0.11
## stage by stage
| step | setup slack (ns) | instance area (sq um) |
|---|---|---|
| finish | -0.309 | 374 |
| global placement | -1.19 | 335 |
| detailed placement | -1.21 | 335 |
| CTS | -0.400 | 369 |
| floorplan | -0.0294 | 170 |
| global route | -0.339 | 374 |
Power is estimated from default activity; no workload was simulated.

`design/flow/run.sh`:
```
#!/bin/bash
# OpenROAD 26Q1-2900-gdf79404cd8, Yosys 0.63+post, stock flow scripts
make -C /OpenROAD-flow-scripts/flow DESIGN_CONFIG=/design/flow/config.mk WORK_HOME=/design/flow/orfs finish
```
`design/flow/config.mk`:
```
export PLATFORM = sky130hd
export DESIGN_NAME = klingon_dataf
export DESIGN_NICKNAME = klingon_dataf
export VERILOG_FILES = /design/flow/design.v
export SDC_FILE = /design/flow/constraint.sdc
export NUM_CORES = 4
export LEC_CHECK = 1
export CORE_AREA = 10 10 70 70
export DIE_AREA = 0 0 80 80
```
`design/flow/constraint.sdc`:
```
current_design klingon_dataf

set clk_period 2.0
set clk_io_pct 0.2

create_clock -name clk0 -period $clk_period

set non_clock_inputs [all_inputs -no_clocks]
set_input_delay [expr $clk_period * $clk_io_pct] -clock clk0 $non_clock_inputs
set_output_delay [expr $clk_period * $clk_io_pct] -clock clk0 [all_outputs]
```
`design/flow/design.v`:
```
module klingon_dataf(
  input [3:0] I,
  output [6:0] O
);
  wire [3:0] i;
  assign i = I[3:0];
  assign O = (i == 0) ? 7'b1111110 :
             (i == 1) ? 7'b1000000 :
             (i == 2) ? 7'b1000001 :
             (i == 3) ? 7'b1001001 :
             (i == 4) ? 7'b0100011 :
             (i == 5) ? 7'b0011101 :
             (i == 6) ? 7'b0100101 :
             (i == 7) ? 7'b0000111 :
             (i == 8) ? 7'b0100111 :
             (i == 9) ? 7'b0101111 :
             7'b0000000;
endmodule
```
==> run summary <==
Flow results are below.

- The run finished with clean final reports.
- Synthesis instantiated 17 different standard cells from the library.
- Per the detail_route log, the uppermost layer with routed signals is met3.
- The overall power is 0.0555 mW, for reference.
- The area of the die is roughly 6400 um2, for reference.
- The iteration count recorded for the first detailed-route pass is 2.
- The final setup TNS is 0 ns, for reference.
- The via count of the first global-routing pass is 202, for reference.
- Entering global routing, the biggest net connects 11 pins.
- The top-level port count is 11, for reference.
- The placement row count is 21, for reference.
- The number of nets with antenna violations after routing is 0, for reference.
- The post-placement cell area is 307 um2.
- The final cell count without fillers is 77, for reference.
- The initial antenna violation count is 0.
- The final critical-path share of the clock period is slightly below 100%, for reference.
- The family with the most delay on the worst path is buffers and inverters, for reference.
- The number of max-cap violations is 0, for reference.
- The first global-routing pass estimated 959 um of wire.
- The routed design could run at a clock period as short as slightly below 2 ns.
- The post-synthesis to final-layout area growth is 114%, for reference.
- The number of hold-slack violations in the final timing report is 0, for reference.
- Data on the critical path arrives at its endpoint at 1.53 ns.
- The cell sequence reported for the critical path is clkdlybuf4s15_2, buf_4, o31ai_1, clkdlybuf4s50_1.
- The number of endpoints failing setup at the final stage is 0, for reference.
- The slowest stage of the critical path belongs to the cell sky130_fd_sc_hd__clkdlybuf4s50_1.
- The number of vias in the routed layout is 179, for reference.
- The type of the tightest min-delay check is in2out, for reference.
- The largest incremental delay on the critical path is 0.51 ns, for reference.
- The most common cell after layout, fill and taps aside is sky130_fd_sc_hd__clkdlybuf4s50_1, for reference.
- Counting tap cells, the placed design contains a total of 77 instances.
- The max-slew violation total from the final report is 0, for reference.
- The wire length per cell after detailed routing is 7.14 um, for reference.
- The sum of routed wire segments on met1 is 295 um, for reference.
- Once the floorplan was initialized, standard cells occupied 4.32% of the core.
- The worst setup path startpoint is I[1], for reference.
- At the worst endpoint, the required time is 1.60 ns.
- The synthesized area per cell is 7.03 um2, for reference.
- The worst setup path is of the in2out kind.
- Summed over all layers, the global routing overflow is 0.
- The cell type with the largest total area after synthesis is sky130_fd_sc_hd__xor2_1, for reference.
- The top cell types in the final layout, fill and taps aside, are sky130_fd_sc_hd__clkdlybuf4s50_1 (5), sky130_fd_sc_hd__xor2_1 (3), sky130_fd_sc_hd__buf_2 (3).
- In the global route stage, overall resource usage came out at 1.80%.
- Per the final layout report, the fraction of cells sized above drive strength 1 comes to 32.3%.
- The global placement routability congestion is about 0.69, for reference.
- The register area share after synthesis is 0%, for reference.
- The final layout report lists a clock buffer count of 0.
- The post-DP HPWL is around 470 um, for reference.
- Per the synthesis report, the single largest cell type by area occupies 17.8% of cell area.
- Per the OpenROAD floorplan log, the height of the die is about 80 um.
- The core region area is 3420 um2, for reference.
- The type of element launching the critical path is an input pin, for reference.
- All stages included, the depth of the critical timing path comes to 4.
- The total length of routed met2 wires is 187 um, for reference.
- Across all hold checks on the routed design, the worst slack comes to 1.37 ns.
- The worst-margin pin slew is 0.241 ns, for reference.
- The die span in x is 80 um, for reference.
- The relative max-transition margin is 83.9%, for reference.
- The netlist area before placement is between 100 and 150 um2, for reference.
- The warning tally printed by Yosys for this design is 0.
- STA shows the worst min-delay path finishing at O[2].
- After routing the design area is 317 um2.
- The source of the worst hold timing path is I[0], for reference.
- Registers take 0 um2.
- The number of cells in Yosys stat is 21, for reference.
- The report gives the cell count of the worst hold path as 4.
- Antenna repair during routing inserted a diode count of 0.
- The routed layout reports a DRC error count of 0.
- STA classifies the critical path endpoint as an output port.
- The largest driver fanout on the critical path is 8, for reference.
- Per the timing report, the achievable frequency comes out to 0.518 GHz.
- The total buffers and inverters traversed by the critical path is 3, for reference.
- Across the VDD grid, the largest voltage drop is 0.0373 mV.
- The area of the synthesized netlist per yosys stat is 148 um2, for reference.
- The static power due to leakage is 0.114 nW, for reference.
- Dividing the detail-routed via count by the number of cells gives 2.32.
- The iteration-0 DRC count of the detailed router is 13, for reference.
- Setup repair after global routing left no endpoint under its margin.
- The power per cell area is 175 nW/um2, for reference.
- The main area contributors are sky130_fd_sc_hd__xor2_1 (18%), sky130_fd_sc_hd__buf_6 (7.6%), sky130_fd_sc_hd__a311o_1 (6.8%), sky130_fd_sc_hd__nor4bb_1 (6.8%), sky130_fd_sc_hd__nand4b_1 (5.9%).
- The number of flip-flops and latches is 0, for reference.
- Wire segments on met3 add up to 68 um in the final route.
- Across all stage logs, warnings added up to 32.
- The number of buffers inserted by port buffering is 11, for reference.
- The cell count after synthesis is 21, for reference.
- Wires add up to 550 um.
==> stage by stage <==
step	setup WS, ns	utilization (%)
2_1_floorplan	0.620	-
3_3_place_gp	-0.424	8.97
3_5_place_dp	-0.430	8.97
4_1_cts	0.0109	8.86
5_1_grt	0.00853	9.27
6_report	0.0682	9.27
==> layout make-up <==
cell class | instances | area, um2
Tap cell | 46 | 57.6
Fill cell | 420 | 3100
Timing Repair Buffer | 13 | 109
Inverter | 2 | 7.51
Multi-Input combinational cell | 16 | 143
==> cell families (layout without fill, tap and decap cells) <==
kind of cell / after synthesis / after routing / synth area share [%]
AOI/OAI and AO/OA: 4 / 4 / 22.9
xor gates and xnor gates: 3 / 3 / 17.8
buffers and inverters: 5 / 15 / 21.2
and+or+nand+nor: 9 / 9 / 38.1
==> power breakdown <==
group          internal [mW]  total, mW  switching, mW
Clock                      0          0              0
Sequential                 0          0              0
Combinational         0.0336     0.0555         0.0218
==> worst max path at each step <==
stage,slack [ns],end
5_1_grt,0.009,O[1]
4_1_cts,0.01,O[3]
6_report,0.07,O[1]
==> repair_timing <==
| action | CTS | global route |
|---|---|---|
| resized | 19 | 4 |
| setup buffers | 0 | 0 |
| gates cloned | 0 | 0 |
| endpoints found under the setup margin | 7 | 3 |
| hold endpoints to repair | 0 | 0 |
| pin swaps | 0 | 2 |
| hold buffers | 0 | 0 |
==> metal layers <==
layer  vias up  GRT usage [%]
met5         -              0
met4         0              0
met3         0          0.682
met2         8           2.89
met1        75           2.37
li1         96              -
==> cells in the mapped netlist, drive strengths merged <==
| library cell | number |
|---|---|
| buf | 3 |
| xor2 | 3 |
| inv | 2 |
| nor2 | 2 |
| a211oi | 1 |
| a311o | 1 |
| and2 | 1 |
| nand4b | 1 |
| nor2b | 1 |
| nor3 | 1 |
| nor4 | 1 |
| nor4bb | 1 |
| o31ai | 1 |
| o32ai | 1 |
| or2 | 1 |
Power is estimated from default activity; no workload was simulated.

--- ./run.sh ---
#!/bin/bash
# OpenROAD 26Q1-2900-gdf79404cd8, Yosys 0.63+post, stock flow scripts
make -C /OpenROAD-flow-scripts/flow DESIGN_CONFIG=/design/flow/config.mk WORK_HOME=/design/flow/orfs finish
--- ./config.mk ---
export PLATFORM = sky130hd
export DESIGN_NAME = klingon_struct
export DESIGN_NICKNAME = klingon_struct
export VERILOG_FILES = /design/flow/design.v
export SDC_FILE = /design/flow/constraint.sdc
export NUM_CORES = 4
export LEC_CHECK = 1
export CORE_AREA = 10 10 70 70
export DIE_AREA = 0 0 80 80
--- ./constraint.sdc ---
current_design klingon_struct

set clk_period 1.0
set clk_io_pct 0.2

create_clock -name clk0 -period $clk_period

set non_clock_inputs [all_inputs -no_clocks]
set_input_delay [expr $clk_period * $clk_io_pct] -clock clk0 $non_clock_inputs
set_output_delay [expr $clk_period * $clk_io_pct] -clock clk0 [all_outputs]
--- ./design.v ---
module klingon_struct(
    input [3:0] I,
    output wire A,B,C,D,E,F,G
);
    wire t1, t2, t3, t4, t5, t6, t7, t8, t9, t10;  
    and a(A, ~I[3], ~I[2]);
    and U5(t5, ~I[1], ~I[0]);
    and U6(t6, I[2], ~I[0]);
    or b(B, I[3], t5, t6);
    and U1(t1, I[2], I[0]);
    and U2(t2, ~I[2], ~I[1], ~I[0]);
    or c(C, I[3], t1, t2);
    and U7(t7, ~I[0], ~I[1], ~I[2], ~I[3]);
    and U3(t3, I[2], ~I[1], I[0]);
    and U8(t8, ~I[2], I[1], I[0]);
    or d(D, t7, t3, t8);
    and U4(t4, I[2], I[1], ~I[0]);
    or e(E, I[3], t2, t3, t4);
    and U9(t9, I[2], I[1], I[0]);
    or f(F, I[3], t5, t9);
    and U10(t10, I[0], I[3]);
    or g(G, I[1], I[2], t10);
endmodule
==> ci_impl_report.md <==
### Metrics collected by this job

| Metric | Value |
|---|---|
| Flop count | `0` |
| # clk buffers | `0` |
| Vias in the first global route | `194` |
| Final Max Tran Viols | `0` |
| Largest net degree at the start of global routing | `8` |
| Synth warn | `0` |
| Crit path max fanout | `2` |
| Initial antenna violation count | `0` |
| Setup Viol. Count Final | `4` |
| Drt via density | `about 2.2` |
| Ratio of final minimum period to clock period | `1.17` |
| Initial DRC Count | `8` |
| Sequential cell area | `0 µm²` |
| Placed cell areas | `315 µm²` |
| Placement row count | `21` |
| Tool Warnings | `35` |
| WP data required | `800 ps` |
| Clock power frac | `0` |
| Most used logic cell in the final layout | `buf_6` |
| Yosys cell types | `13` |
| GRT Resource Usage Total | `0.0171` |
| Post-route DRC violation count | `0` |
| Port buffer count | `11` |
| Combinational group share of total power | `1.000` |
| DP Cell Count | `78` |
| Hold buffer count at CTS | `0` |
| Synth Seq Share | `0` |
| Post-Synthesis Cells | `18` |
| Share of layout cells above drive strength 1 | `0.771` |
| FP Util | `0.0363` |
| # Cells Yosys | `18` |
| HP Class | `input pin to output port` |
| DRT Wirelength | `a little under 600 µm` |
| Fmax | `851 MHz` |
| Leak | `0.155 nW` |
| Hold Slack | `699 ps` |
| Area growth from synthesis to layout | `200%` |
| Num ports | `11` |
| Worst setup EP type | `output port` |
| Die W | `roughly 80 µm` |
| Final Hold Vio Count | `0` |
| First-pass GRT wire length | `917 µm` |
| Fin area | `372 µm²` |
| PwrDens | `around 340 nW/µm²` |
| ANT nets after route | `0` |
| Final Non-Filler Cells | `81` |
| Max VDD drop | `a little under 0.00005 V` |
| Core Util, Final | `0.109` |
| Worst-margin pin slew | `149 ps` |
| Top cells excl fill/tap | `buf_6 (8), buf_2 (4), buf_8 (3), buf_4 (3)` |
| Core box area | `3420 µm²` |
| Pre-CTS setup slack | `-950 ps` |
| RSZ-0062 raised after global routing | `yes` |
| Die Span Y | `80 µm` |
| Total grt overflow | `0` |
| Failing checks | `setup timing` |
| N_diodes | `0` |
| Die area | `6400 µm²` |
| Drt wl/cell | `7.21 µm` |
| Post-Syn Area per Cell | `6.88 µm²` |
| DP HPWL | `496 µm` |
| Slew HR | `0.900` |
| Tmin final | `about 1200 ps` |
| Arr. time, crit path | `970 ps` |
| Setup ws final | `-175 ps` |
| P_sw | `0.0423 mW` |
| Part of the power in registers | `0` |
| Status | `complete, but fails checks` |
| Vias | `180` |
| Switching share of power | `0.333` |
| Crit Path Class | `input pin to output port` |
| Yosys stat area | `124 µm²` |
| Post-synthesis cell area | `124 µm²` |
| Max-Cap Viols | `0` |
| Internal power | `~0.085 mW` |
| Critical Path Source Type | `input pin` |
| RePlAce Congestion | `0.662` |
| Drt pass-1 iters | `2` |
-- cell families (layout without fill, tap and decap cells) --
kind of cell,after synthesis,count (layout),synth area share
AOI/OAI and AO/OA,5,5,0.323
xor gates and xnor gates,1,1,0.0707
buffers and inverters,4,21,0.202
and+or+nand+nor,8,8,0.404
-- metal layers --
metal  GRT usage  share of wire
met3     0.00455          0.070
met5           0              0
met4           0              0
met1      0.0165           0.44
met2      0.0361           0.49
-- stage by stage --
stage               power [mW]  setup TNS (ps)
floorplan               0.0392           -62.8
global placement         0.108           -5490
detailed placement       0.110           -5560
CTS                      0.112            -337
global route             0.141            -461
finish                   0.127            -277
-- Yosys cell counts (all sizes together) --
| cell | number | area share |
|---|---|---|
| and2b | 1 | 0.071 |
| nand3b | 2 | 0.12 |
| o21ai | 1 | 0.040 |
| xor2 | 1 | 0.071 |
| nor3 | 1 | 0.040 |
| a211o | 2 | 0.16 |
| nor2 | 1 | 0.030 |
| inv | 1 | 0.030 |
| nand3 | 2 | 0.081 |
| buf | 3 | 0.17 |
| or4 | 1 | 0.061 |
| o211ai | 2 | 0.12 |
-- final timing paths --
path	start	end	slack (ps)	depth (start not counted)
worst max-delay path	I[3]	D	-170	4
worst min-delay path	I[3]	A	700	4
-- area by class of cell --
class	count	area [µm²]
Fill cell	405	3040
Timing Repair Buffer	20	188
Inverter	1	3.75
Multi-Input combinational cell	14	123
Tap cell	46	57.6
-- worst max-delay path: stages --
cell and delay, ps:
buf_6 90, or4_4 530, nand3_2 60, buf_2 90
-- power groups by stage --
| stage | Sequential, mW | Clock, mW | Combinational, mW |
|---|---|---|---|
| finish | 0 | 0 | 0.127 |
| global route | 0 | 0 | 0.141 |
| CTS | 0 | 0 | 0.112 |
-- timing repair --
| action | in CTS | in global routing |
|---|---|---|
| setup endpoints to repair | 7 | 7 |
| gates resized | 52 | 9 |
| buffers inserted | 1 | 2 |
| pin swaps | 5 | 5 |
Power figures rest on the tool's default switching activity, not on a simulated workload.
